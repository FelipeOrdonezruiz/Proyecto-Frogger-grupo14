### design/flow/design.v
module Registro_casas #(parameter RegBACKGTYPE_DATAWIDTH=8, parameter DATA_FIXED_INITREGBACKG=8'b00000000)(
	SC_RegBACKGTYPE_data_OutBUS,
	SC_RegBACKGTYPE_CLOCK_50,
	SC_RegBACKGTYPE_RESET_InHigh,
	SC_RegBACKGTYPE_clear_InLow, 
	SC_RegBACKGTYPE_loadInicial_InLow, 
	SC_RegBACKGTYPE_dataInicial_InBUS,
	SC_RegBACKGTYPE_dataVariada_InBUS,
	SC_RegBACKGTYPE_loadVariado_InLow,
);
output		[RegBACKGTYPE_DATAWIDTH-1:0]	SC_RegBACKGTYPE_data_OutBUS;
input		SC_RegBACKGTYPE_CLOCK_50;
input		SC_RegBACKGTYPE_RESET_InHigh;
input		SC_RegBACKGTYPE_clear_InLow;
input		SC_RegBACKGTYPE_loadInicial_InLow;	
input		[RegBACKGTYPE_DATAWIDTH-1:0]	SC_RegBACKGTYPE_dataInicial_InBUS;
input    [7:0] SC_RegBACKGTYPE_dataVariada_InBUS;
input    SC_RegBACKGTYPE_loadVariado_InLow;
reg [RegBACKGTYPE_DATAWIDTH-1:0] RegBACKGTYPE_Register;
reg [RegBACKGTYPE_DATAWIDTH-1:0] RegBACKGTYPE_Signal;
always @(*)
begin
	if (SC_RegBACKGTYPE_clear_InLow == 1'b0)
		RegBACKGTYPE_Signal = DATA_FIXED_INITREGBACKG;	
	else if (SC_RegBACKGTYPE_loadInicial_InLow == 1'b0)
		RegBACKGTYPE_Signal = SC_RegBACKGTYPE_dataInicial_InBUS;
	else if (SC_RegBACKGTYPE_loadVariado_InLow == 1'b0)
	   RegBACKGTYPE_Signal = SC_RegBACKGTYPE_dataVariada_InBUS;
	else
		RegBACKGTYPE_Signal = RegBACKGTYPE_Register;
	end	
always @(posedge SC_RegBACKGTYPE_CLOCK_50, posedge SC_RegBACKGTYPE_RESET_InHigh)
begin
	if (SC_RegBACKGTYPE_RESET_InHigh == 1'b1)
		RegBACKGTYPE_Register <= 0;
	else
		RegBACKGTYPE_Register <= RegBACKGTYPE_Signal;
end
assign SC_RegBACKGTYPE_data_OutBUS = RegBACKGTYPE_Register;
endmodule
### design/flow/run.sh
#!/bin/bash
# OpenROAD 26Q1-2900-gdf79404cd8, Yosys 0.63+post, stock flow scripts
make -C /OpenROAD-flow-scripts/flow DESIGN_CONFIG=/design/flow/config.mk WORK_HOME=/design/flow/orfs finish
### design/flow/config.mk
export PLATFORM = sky130hd
export DESIGN_NAME = Registro_casas
export DESIGN_NICKNAME = Registro_casas
export VERILOG_FILES = /design/flow/design.v
export SDC_FILE = /design/flow/constraint.sdc
export NUM_CORES = 4
export LEC_CHECK = 1
export CORE_AREA = 10 10 70 70
export DIE_AREA = 0 0 80 80
### design/flow/constraint.sdc
current_design Registro_casas

set clk_period 1.0
set clk_io_pct 0.2

create_clock -name clk0 -period $clk_period [get_ports {SC_RegBACKGTYPE_CLOCK_50}]

set non_clock_inputs [all_inputs -no_clocks]
set_input_delay [expr $clk_period * $clk_io_pct] -clock clk0 $non_clock_inputs
set_output_delay [expr $clk_period * $clk_io_pct] -clock clk0 [all_outputs]
==> results.json <==
{
  "internal-power_mw": 0.6139,
  "first_pass_iters": 2,
  "syn_avg_cell_area_um2": 11.26,
  "slowest_delay_ns": 0.38,
  "antenna_found_initial": 0,
  "rows": 21,
  "cp_cell_sequence": "buf_2",
  "layout_top_cells": "18 x clkdlybuf4s50_1, 8 x dfrtp_1, 8 x a21oi_1, 8 x buf_2, 6 x mux2i_1",
  "worst-path-max-fanout": 2,
  "chipWidth_um": 80,
  "ys_seq_elements": 8,
  "dpl_cell_area_um2": 744.5,
  "cts_sinks": 8,
  "cts_hold_buf": 0,
  "vias": 390,
  "top_area_frac": 0.5079,
  "fin_skew_ns": 0,
  "regMostFlops": "RegBACKGTYPE_Register",
  "largest_register_ff_count": 8,
  "chipArea_um2": 6400,
  "period_used_share": 0.9504,
  "hold_path_class": "input port to asynchronous set/reset pin",
  "drv_cap": 0,
  "warnings": 25,
  "switching_share": 0.2345,
  "crit_slowest_cell": "dfrtp_1",
  "wire_per_inst_um": 12.74,
  "crit_path_end_kind": "output port",
  "ant_nets": 0,
  "final-setup-viol-count": 0,
  "fp.coreArea_um2": 3416,
  "yosys-stat-cells": 35,
  "grt.busiest_layer": "met2",
  "met3_usage": 0.02500,
  "cts.path.max_buffers": 2,
  "grt-ovfl-total": 0,
  "syn_to_final_growth_pct": 89.52,
  "num_io_pins": 29,
  "status": "completed",
  "max-vdd-ir-drop_mv": 0.1980,
  "post-cts-setup-buffers": 0,
  "synth_area_leader_cell": "dfrtp_1",
  "clkSlewWorstSetupHoldPaths_ns": 0.06,
  "cellPowerDensity_nw_per_um2": 1074,
  "synth_cell_types": 7,
  "grt_pass1_wl_um": 2228,
  "leakage_nw": 0.3454,
  "drive_above_1_share": 0.2687,
  "switchingPower_mw": 0.1880,
  "p_seq_frac": 0.448,
  "insertion_delay_ns": 0.25,
  "cts-root-buf": "clkbuf_4",
  "wl_um": 1440,
  "grt_pass1_vias": 462,
  "tritoncts": "yes",
  "place.gp.congestion": 0.7240,
  "cp.required_ns": 0.80,
  "diodes": 0,
  "crit_family": "flip-flops",
  "track_usage": 0.04515,
  "port_buffers": 28,
  "cts_buffers": 3,
  "ys_area_um2": 394.1,
  "area_leaders": "dfrtp_1 51%, mux2i_1 20%, a21oi_1 10%, o21ai_0 7.6%, buf_6 5.7%",
  "critPathLaunchType": "flip-flop",
  "power_frac_clock": 0.304,
  "grt_max_degree": 17,
  "fp_util": 0.1154,
  "hold_violations": 0,
  "min_period_ns": 0.9504,
  "max_freq_ghz": 1.052,
  "cts_max_level": 1,
  "final_common_cell": "clkdlybuf4s50_1",
  "drc_errors": 0,
  "slew_headroom": 0.7863,
  "cts_resized": 24,
  "maxSlewViolCount": 0,
  "top_regs": "RegBACKGTYPE_Register: 8 flops",
  "met1_usage": 0.04855,
  "rsz0062_at_grt": "false",
  "fillers": 382,
  "gr-usage-met2": 0.07705,
  "vias_per_cell": 3.451,
  "synth_seq_share": 0.5079,
  "p_total_mw": 0.8019,
  "dp.final_hpwl_um": 1219,
  "yosysWarnings": 1,
  "critPathKind": "flip-flop to output port",
  "combPwrFrac": 0.248,
  "tightestPinTransition_ns": 0.3201,
  "first_iter_violations": 5,
  "syn_inst": 35,
  "path_buffers": 1,
  "syn_area_um2": 394.1,
  "worstPathArrival_ns": 0.75,
  "fin_area_um2": 747.0,
  "die_y_um": 80
}
==> synth_stat cells (all sizes together) <==
cell type and n:
mux2i 8, inv 1, o21ai 8, a21oi 8, dfrtp 8, buf 2
==> final cells by class <==
cell class / count / area [um^2] / area share
Multi-Input combinational cell: 24 / 175.2 / 0.2345
Sequential cell: 8 / 200.2 / 0.2680
Tap cell: 46 / 57.56 / 0.07705
Inverter: 1 / 3.754 / 0.005025
Clock buffer: 3 / 22.52 / 0.03015
Timing Repair Buffer: 31 / 287.8 / 0.3853
==> worst reg2reg max path, stage by stage, from the launching register on <==
cell	delay (ns)
dfrtp_1	0.39
mux2i_2	0.17
a21oi_1	0.09
==> cells by family after synthesis <==
logic type	share of synthesized area
flops	0.5079
buf+inv	0.06665
mux	0.2032
compound gates	0.2222
==> through the flow <==
stage	utilization	setup TNS, ns	cells	hold slack (ns)	worst slack [ns]
after floorplan	-	0	35	0.01566	0.3158
after global placement	0.2179	-1.785	110	0.4683	-0.2225
after detailed placement	0.2179	-1.937	110	0.4795	-0.2491
after CTS	0.2128	0	113	0.2153	0.01008
after global routing	0.2187	0	113	0.2615	0.007314
final	0.2187	0	113	0.2163	0.04958
==> power by group through the flow <==
| stage | Clock, mW | Sequential (mW) | Combinational [mW] |
|---|---|---|---|
| 4_1_cts | 0.248 | 0.358 | 0.193 |
| 5_1_grt | 0.275 | 0.362 | 0.221 |
| 6_report | 0.244 | 0.359 | 0.199 |
==> metal layers <==
layer / vias to the layer above / wire length, um
li1: 195 / -
met1: 180 / 564
met2: 15 / 721
met3: 0 / 155
met4: 0 / 0
met5: - / 0
==> path summary, 6_finish.rpt <==
check / slack (ns) / depth (start not counted) / start / end
min: 0.22 / 2 / SC_RegBACKGTYPE_RESET_InHigh / RegBACKGTYPE_Register[1]$_DFFE_PP0P_
min reg2reg: 0.58 / 2 / RegBACKGTYPE_Register[7]$_DFFE_PP0P_ / RegBACKGTYPE_Register[7]$_DFFE_PP0P_
max in group asynchronous: 0.54 / 2 / SC_RegBACKGTYPE_RESET_InHigh / RegBACKGTYPE_Register[6]$_DFFE_PP0P_
max reg2reg: 0.24 / 2 / RegBACKGTYPE_Register[4]$_DFFE_PP0P_ / RegBACKGTYPE_Register[4]$_DFFE_PP0P_
max: 0.05 / 1 / RegBACKGTYPE_Register[0]$_DFFE_PP0P_ / SC_RegBACKGTYPE_data_OutBUS[0]
min in group clk0: 0.34 / 3 / SC_RegBACKGTYPE_clear_InLow / RegBACKGTYPE_Register[5]$_DFFE_PP0P_
Power is estimated from default activity; no workload was simulated.
