<file path="run.sh">
#!/bin/bash
# OpenROAD 26Q1-2900-gdf79404cd8, Yosys 0.63+post, stock flow scripts
make -C /OpenROAD-flow-scripts/flow DESIGN_CONFIG=/design/flow/config.mk WORK_HOME=/design/flow/orfs finish
</file>
<file path="config.mk">
export PLATFORM = sky130hd
export DESIGN_NAME = Comparador_animacion
export DESIGN_NICKNAME = Comparador_animacion
export VERILOG_FILES = /design/flow/design.v
export SDC_FILE = /design/flow/constraint.sdc
export NUM_CORES = 4
export LEC_CHECK = 1
export CORE_AREA = 10 10 70 70
export DIE_AREA = 0 0 80 80
</file>
<file path="constraint.sdc">
current_design Comparador_animacion

set clk_period 1.0
set clk_io_pct 0.2

create_clock -name clk0 -period $clk_period

set non_clock_inputs [all_inputs -no_clocks]
set_input_delay [expr $clk_period * $clk_io_pct] -clock clk0 $non_clock_inputs
set_output_delay [expr $clk_period * $clk_io_pct] -clock clk0 [all_outputs]
</file>
<file path="design.v">
module Comparador_animacion #(parameter SPEEDCOMPARATOR_DATAWIDTH=24)(
	CC_SPEEDCOMPARATOR_T0_OutLow,
	CC_SPEEDCOMPARATOR_data_InBUS,
	CC_SPEEDCOMPARATOR_Nivel_In,
);
output	reg CC_SPEEDCOMPARATOR_T0_OutLow;
input 	[SPEEDCOMPARATOR_DATAWIDTH-1:0] CC_SPEEDCOMPARATOR_data_InBUS;
input    [1:0]CC_SPEEDCOMPARATOR_Nivel_In;
always @(CC_SPEEDCOMPARATOR_data_InBUS)
begin
	if(( CC_SPEEDCOMPARATOR_data_InBUS == 24'b111111111111111111111111) & (CC_SPEEDCOMPARATOR_Nivel_In == 0))
		CC_SPEEDCOMPARATOR_T0_OutLow = 1'b0;
	else 
		CC_SPEEDCOMPARATOR_T0_OutLow = 1'b1;
end
endmodule
</file>
==> metrics.csv <==
metric;value;unit
status;finished, violations left;
failing checks;negative setup slack;
crit share post-route;108;%
layout cells sized above 1;45.9;%
Setup crit start kind;input port;
post-DP HPWL;663;um
peak supply drop;31.4;uV
leakage dissipation;0.138;nW
CP Class;input port to primary output;
Synth top area share;38.5;%
Place WS;-0.806;ns
mean post-synth cell area;6.51;sq um
MaxCap Viol Count;0;
Port Buf Inserts;27;
power density over cell area;224;mW/mm^2
Core ar.;0.00342;sq mm
synth warn;1;
Worst EP required;0.80;ns
Mapped Cells;10;
RSZ-0062 raised after global routing;true;
yosys stat area;65.1;sq um
Worst Setup SP;CC_SPEEDCOMPARATOR_data_InBUS[8];
hold wc startpoint;CC_SPEEDCOMPARATOR_data_InBUS[13];
logic area;71.3;sq um
distinct lib cells;6;
die area;0.00640;sq mm
worst slew pin tran;0.209;ns
Clock power frac;0;%
clkbuf count;0;
Fin Hold WS;0.741;ns
mapped cell area;65.1;sq um
worst hold path type;input port to primary output;
Avg Vias per Cell;2.31;
most instantiated logic cells after routing;buf_2 (8), clkdlybuf4s15_1 (6), dlygate4sd2_1 (6);
# rows;21;
via count;192;
largest fanout on the critical path;1;
drc violations;0;
final core utilization;10.2;%
drt first-iter violations;2;
register share after synthesis;0;%
Main area contributors;nand4_1 (38%), nor4_2 (19%), and4_1 (13%);
initial antenna violation count;0;
Slew HR;85.9;%
FILL cells;403;
largest net degree at the start of global routing;2;
final setup violation count;1;
Antenna Violating Nets Remaining;0;
max frequency;0.927;GHz
final hold viol count;0;
Init Core Util;1.90;%
Post-CTS Hold Buffers;0;
drt pass-1 iters;3;
Worst setup EP type;primary output;
P_int;60.3;uW
Sw Ratio;22.6;%
final cell count without fillers;83;
# IOs;27;
crit path DAT;0.88;ns
Post-CTS Setup Bufs;0;
routed len/inst;8.36;um
cell count in the Yosys report;10;
total negative setup slack;-0.0793;ns
Antenna Cells;0;
Flop area;0;sq um
die width;80;um
flop count;0;
GP Congestion;0.891;
net load switching power;17.6;uW
die height;80;um
number of global-route vias before repair;202;
Final WS setup;-0.0793;ns
overall routing resource usage;1.82;%
Comb pwr share;100.0;%
placed cells;83;
gr ovfl total;0;
fin. max-slew vios;0;
cell type with the largest total area;nand4_1;
Period minus WS final;1.08;ns
Final Routed Wirelength;694;um
Flop pwr share;0;%
tool warnings;34;
area grow syn2layout;435;%
most used logic cell in the final layout;buf_2;
first-pass GRT wire length;938;um
## logic make-up after synthesis
kind of cell	after synthesis	share of synthesized area [%]
and+or+nand+nor	10	100
## worst max-delay path, cell delays in order
cell,delay [ns]
buf_6,0.06
nand4_1,0.10
nor4_2,0.29
nand3_1,0.10
buf_2,0.13
## metal layers
layer  GRT usage (%)  vias up  share of wire (%)
met4               0        0                  0
met1            2.04       79                 40
li1                -       99                  -
met3           0.795        0                 14
met2            3.29       14                 46
met5               0        -                  0
## synth_stat cells
cell / instances
and4_1: 1
nand2_1: 2
nand3_1: 1
nand4_1: 4
nor4_1: 1
nor4_2: 1
## cell type report
cell class,instances,share of cell area (%)
well taps,46,16.5
repair buffers,27,62.9
multi-input cells,10,20.5
## worst paths after layout
| kind | slack (ns) | cells past startpoint | to |
|---|---|---|---|
| hold / removal | 0.74 | 5 | CC_SPEEDCOMPARATOR_T0_OutLow |
| setup / recovery | -0.08 | 5 | CC_SPEEDCOMPARATOR_T0_OutLow |
## metrics by stage
step	total power, mW	instance area [sq um]
6_report	0.0779	348
5_1_grt	0.0830	348
4_1_cts	0.0751	344
3_5_place_dp	0.107	393
3_3_place_gp	0.106	393
2_1_floorplan	0.00623	65.1
## power groups by stage
stage	clock, mW	sequential [mW]	combinational, mW
6_report	0	0	0.0779
5_1_grt	0	0	0.0830
4_1_cts	0	0	0.0751
## what timing repair did
item / CTS / global route
gates resized: 58 / 11
pin swaps: 10 / 4
cloned: 0 / 0
endpoints found under the setup margin: 1 / 1
hold endpoints to repair: 0 / 0
Power figures rest on the tool's default switching activity, not on a simulated workload.
