File: constraint.sdc
current_design Contador_animacion

set clk_period 3.9
set clk_io_pct 0.2

create_clock -name clk0 -period $clk_period [get_ports {SC_upSPEEDCOUNTER_CLOCK_50}]

set non_clock_inputs [all_inputs -no_clocks]
set_input_delay [expr $clk_period * $clk_io_pct] -clock clk0 $non_clock_inputs
set_output_delay [expr $clk_period * $clk_io_pct] -clock clk0 [all_outputs]
File: config.mk
export PLATFORM = sky130hd
export DESIGN_NAME = Contador_animacion
export DESIGN_NICKNAME = Contador_animacion
export VERILOG_FILES = /design/flow/design.v
export SDC_FILE = /design/flow/constraint.sdc
export NUM_CORES = 4
export LEC_CHECK = 1
export CORE_AREA = 10 10 113 113
export DIE_AREA = 0 0 123 123
File: run.sh
#!/bin/bash
# OpenROAD 26Q1-2900-gdf79404cd8, Yosys 0.63+post, stock flow scripts
make -C /OpenROAD-flow-scripts/flow DESIGN_CONFIG=/design/flow/config.mk WORK_HOME=/design/flow/orfs finish
File: design.v
module Contador_animacion #(parameter upSPEEDCOUNTER_DATAWIDTH=24)(
	SC_upSPEEDCOUNTER_data_OutBUS,
	SC_upSPEEDCOUNTER_CLOCK_50,
	SC_upSPEEDCOUNTER_Contar_InLow,
	SC_upSPEEDCOUNTER_upcount_InLow,
);
output		[upSPEEDCOUNTER_DATAWIDTH-1:0]	SC_upSPEEDCOUNTER_data_OutBUS;
input		SC_upSPEEDCOUNTER_CLOCK_50;
input		SC_upSPEEDCOUNTER_Contar_InLow;
input		SC_upSPEEDCOUNTER_upcount_InLow;
reg [upSPEEDCOUNTER_DATAWIDTH-1:0] upSPEEDCOUNTER_Register;
reg [upSPEEDCOUNTER_DATAWIDTH-1:0] upSPEEDCOUNTER_Signal;
always @(*)
begin  
	if (SC_upSPEEDCOUNTER_upcount_InLow == 1'b0)
		upSPEEDCOUNTER_Signal = upSPEEDCOUNTER_Register + 1'b1;
	else
		upSPEEDCOUNTER_Signal = upSPEEDCOUNTER_Register;
	end	
always @(posedge SC_upSPEEDCOUNTER_CLOCK_50, posedge SC_upSPEEDCOUNTER_Contar_InLow)
begin
	if (SC_upSPEEDCOUNTER_Contar_InLow  == 1'b1)
		upSPEEDCOUNTER_Register <= 0;
	else
		upSPEEDCOUNTER_Register <= upSPEEDCOUNTER_Signal;
end
assign SC_upSPEEDCOUNTER_data_OutBUS = upSPEEDCOUNTER_Register;
endmodule
==> results.txt <==
Part of the total power dissipated in combinational logic -> 23.6%
Number of buffers inserted during clock tree synthesis -> 3
Reported leakage power -> 0.693 nW
Antenna violation net count after detailed routing -> 0
Total I/O pin count -> 27
Post-synthesis cell count from yosys -> 94
Max-cap check violation count -> 0
Period utilisation layout -> 56.6%
Post-synthesis sequential element count -> 24
Global-route wire length before repair -> 4.42 mm
Clk pwr share -> 25.3%
Switching power -> 185 uW
CP endpoint kind -> flip-flop
Launching element type of the critical path -> input port
Register with the most flip-flops -> upSPEEDCOUNTER_Register
Signal arrival time at the worst endpoint -> 2400 ps
CTS clk-pin slew, worst paths -> 80 ps
Average cell area after synthesis -> 12.3 um2
Layout overhead on the synthesized area -> 41.8%
Largest net degree at the start of global routing -> 25
Setup violators final -> 0
All-Layer GR Usage -> 3.79%
Final Hold Viols -> 0
Cts repair resizes -> 0
Detail-routed net length per standard cell -> 10.6 um
Fraction of post-synthesis cell area in the top cell type by area -> 52.1%
Clock latency at the later pin of the worst-skew pair -> 260 ps
Number of max-slew violations in the final report -> 0
Number of flip-flops in the largest register -> 24
Vias in the first global route -> 760
CP Class -> in2reg
Sw Share -> 28.2%
Commonest Layout Cell -> clkdlybuf4s50_1
Max rail drop VDD -> 163 uV
Utilization after layout -> 15.8%
Fp util -> 11.2%
HPWL after DPL -> 2.18 mm
Number of unique standard cell types used by synthesis -> 25
Std cell rows -> 37
Maximum number of buffers from clock root to sink -> 2
Fill cell count -> 1128
Largest cells by area -> dfrtp_1 52%, xnor2_1 9.9%, xor2_1 7.6%
Most frequent logic cells in the routed design -> 26 x clkdlybuf4s50_1, 24 x dfrtp_1, 13 x xnor2_1
Vias per cell -> 3.03
Status -> finished clean
Crit-path max FO -> 6
Number of H-tree branching levels -> 1
Antenna violations before repair -> 0
Biggest registers after layout -> upSPEEDCOUNTER_Register x24
Synthesis area per yosys -> 1150 um2
Starting DRT DRC Count -> 59
Sequential area share after synthesis -> 52.1%
Power per cell area -> 402 nW/um2
Count of buffers from port buffering -> 26
Highest clock rate -> 453 MHz
Relative slew slack -> 69.7%
TritonRoute pass-1 iters -> 4
Total clock sinks -> 24
Relative contribution of sequential cells to total power -> 51.1%
Y dimension of the die -> 123 um
DRC violation count after routing -> 0
Class of the tightest hold or removal check -> reg2reg
Post-CTS Setup Bufs -> 0
Number of vias in the routed layout -> 788
TritonCTS clock tree -> yes
Post-route minimum period -> 2210 ps
Number of cells produced by synthesis -> 94
Final-layout setup total negative slack -> 0 ps
Setup repair after global routing missed its margin -> false
Warning count from the yosys run -> 1
Worst Max-Slew Pin Slew -> 451 ps
Tool warnings -> 25
Total power -> 657 uW
Clock Tree Root -> clkbuf_8
Routability cong. -> 0.776
Setup Skew -> 5.20 ps
Required arrival time at the worst endpoint -> 4090 ps
Netlist Area Pre-Place -> 1150 um2
Internal power consumption -> 472 uW
Share of final-layout standard cells stronger than drive strength 1 -> 12.1%
Hold buffer count at CTS -> 0
Cell accounting for the most synthesized area -> dfrtp_1
Die Width -> 123 um
Placeable core region -> 10300 um2
Total die area -> 15100 um2
GRT overflow -> 0
Aggregate routed wire length -> 2.75 mm
Antenna diodes -> 0
[per-stage QoR]
stage	hold slack, ps	setup WS (ps)	std cells	cell area (um2)
6_report	469	1690	260	1640
5_1_grt	526	1600	260	1640
4_1_cts	476	1710	260	1640
3_5_place_dp	465	1430	256	1580
3_3_place_gp	464	1440	256	1580
2_1_floorplan	420	2150	94	1150
[cell type report]
class,count,area (um2),share of cell area [%]
timing repair buffer,27,268,16.4
multi-input combinational,66,531,32.4
clock buffer,4,55.1,3.37
inverter,3,11.3,0.689
sequential,24,601,36.7
tap,136,170,10.4
[worst max-delay path, cell delays in order]
cell and delay [ps]:
clkdlybuf4s50_1 500, and3b_1 470, nand4_4 180, nor4_4 310, xor2_1 150
[power by group through the flow]
stage	registers, mW	clock network (mW)	logic [mW]
after CTS	0.337	0.173	0.161
after global routing	0.344	0.188	0.171
final	0.336	0.166	0.155
[worst paths after layout]
| check | from | end | slack [ps] | cells past startpoint |
|---|---|---|---|---|
| setup reg to reg | upSPEEDCOUNTER_Register[2] | upSPEEDCOUNTER_Register[23] | 2340 | 4 |
| hold / removal | upSPEEDCOUNTER_Register[23] | upSPEEDCOUNTER_Register[23] | 470 | 1 |
| max in group asynchronous | SC_upSPEEDCOUNTER_Contar_InLow | upSPEEDCOUNTER_Register[23] | 2800 | 3 |
| setup / recovery | SC_upSPEEDCOUNTER_upcount_InLow | upSPEEDCOUNTER_Register[23] | 1690 | 5 |
| hold reg to reg | upSPEEDCOUNTER_Register[23] | upSPEEDCOUNTER_Register[23] | 470 | 1 |
| min in group asynchronous | SC_upSPEEDCOUNTER_Contar_InLow | upSPEEDCOUNTER_Register[10] | 860 | 3 |
[routing by layer]
metal,vias to the layer above,track usage (%),wire [um]
met5,-,0,0
met4,0,0.291,15
met3,2,2.31,351
met2,22,4.99,1170
met1,376,5.37,1210
li1,388,-,-
[cells by family after synthesis]
kind of cell,Yosys count,share of synthesized area [%]
xor gates and xnor gates,23,17.5
adders and majority gates,1,1.08
and+or+nand+nor,41,26.5
DFF,24,52.1
muxes,1,0.976
buffers and inverters,4,1.95
[cells in the mapped netlist, drive strengths merged]
library cell,count
nand2,6
dfrtp,24
mux2,1
buf,1
and3b,1
xnor2,13
and3,2
and4,3
inv,3
ha,1
nor3b,2
nor3,2
nand3,5
nand3b,2
xor2,10
and2,1
nand2b,1
or2,1
nor4,2
nor2,6
nand4,7
No activity file was given, so power comes from the tool's default toggle rates.
